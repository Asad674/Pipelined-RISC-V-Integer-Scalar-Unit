==> flow/design.v <==
module decode_stage(clk, rst, stall, InstrD, PCD, PCPlus4D, PCE, ALUSrcE, ALUOpE, RegWriteE, MemReadE, MemWriteE, MemToRegE, BranchE, BNEE, JMPE, WriteAddrE, 
						ReadData1_E, ReadData2_E, ImmOut_E, func7E, func3E, Rs1E, Rs2E, RdE, RegWriteW, RDW, ResultW);
	input clk, rst, RegWriteW, stall;
	input [4:0] RDW;
	input [31:0] InstrD, PCD, PCPlus4D, ResultW;
	wire [31:0] ReadData1_D, ReadData2_D, ImmOut_D;
	wire [1:0] ALUOpD;
	wire ALUSrcD, MemReadD, MemToRegD, MemWriteD, BranchD, BNED, RegWriteD, JMPD;
	reg ALUSrcD_reg, BranchD_reg, BNED_reg, JMPD_reg, RegWriteD_reg, MemReadD_reg, MemWriteD_reg, MemToRegD_reg;
	reg [1:0] ALUOpD_reg;
	reg [4:0] WriteAddrD_reg, Rs1D_reg, Rs2D_reg, RdD_reg;
	reg [31:0] ReadData1_D_reg, ReadData2_D_reg, ImmOut_D_reg, PCD_reg; 
	reg [6:0] func7D_reg;
	reg [2:0] func3D_reg;
	output ALUSrcE, BranchE, BNEE, JMPE, RegWriteE, MemReadE, MemWriteE, MemToRegE;
	output [1:0] ALUOpE;
	output [4:0] WriteAddrE, Rs1E, Rs2E, RdE;
	output [31:0] ReadData1_E, ReadData2_E, ImmOut_E, PCE;
	output [6:0] func7E;
	output [2:0] func3E;
	Control ControlUnit(.InstrD (InstrD[6:0]),
							  .func3 (InstrD[14:12]),
							  .RegWrite (RegWriteD),
							  .ALUOp (ALUOpD),
							  .ALUSrc (ALUSrcD),
							  .MemRead (MemReadD),
							  .MemToReg (MemToRegD),
							  .MemWrite (MemWriteD),
							  .Branch (BranchD),
							  .BNE (BNED),
							  .JMP (JMPD)
							  );
	RegFile RegisterFile(.clk (clk), 
								.rst (rst), 
								.RA1 (InstrD[19:15]), 
								.RA2 (InstrD[24:20]), 
								.RD1 (ReadData1_D), 
								.RD2 (ReadData2_D), 
								.WA (RDW), 
								.WD (ResultW), 
								.RegWrite(RegWriteW)
								);
	ImmGen ImmediateGeneration(.instruction (InstrD), 
										.immediate (ImmOut_D));
	always @(posedge clk or negedge rst)begin
		if (!rst )begin
			ALUSrcD_reg <= 0;
			ALUOpD_reg <= 0;
			BranchD_reg <= 0; 
			RegWriteD_reg <= 0;
			MemReadD_reg <= 0;
			MemWriteD_reg <= 0; 
			MemToRegD_reg <= 0;
			PCD_reg <= 0;
			WriteAddrD_reg <= 4'd0;
			ReadData1_D_reg <= 31'd0;
			ReadData2_D_reg <= 31'd0;
			ImmOut_D_reg <= 31'd0; 
			func7D_reg <= 7'd0;
			func3D_reg <= 3'd0;
			Rs1D_reg <= 5'd0;
			Rs2D_reg <= 5'd0;
			BNED_reg <= 0;
			JMPD_reg <= 0;
		end
		else if (stall)begin
			ALUSrcD_reg <= 0;
			ALUOpD_reg <= 0;
			BranchD_reg <= 0; 
			RegWriteD_reg <= 0;
			MemReadD_reg <= 0;
			MemWriteD_reg <= 0; 
			MemToRegD_reg <= 0;	
			BNED_reg <= 0;
			JMPD_reg <= 0;	
			PCD_reg <= PCD;
			WriteAddrD_reg <= InstrD[11:7];
			ReadData1_D_reg <= ReadData1_D;
			ReadData2_D_reg <= ReadData2_D;
			ImmOut_D_reg <= ImmOut_D; 	
			func7D_reg <= InstrD[31:25];
			func3D_reg <= InstrD[14:12];
			Rs1D_reg <= InstrD[19:15];
			Rs2D_reg <= InstrD[24:20];		
		end
		else begin
			ALUSrcD_reg <= ALUSrcD;
			ALUOpD_reg <= ALUOpD;
			BranchD_reg <= BranchD; 
			RegWriteD_reg <= RegWriteD;
			MemReadD_reg <= MemReadD;
			MemWriteD_reg <= MemWriteD; 
			MemToRegD_reg <= MemToRegD;
			PCD_reg <= PCD;
			WriteAddrD_reg <= InstrD[11:7];
			ReadData1_D_reg <= ReadData1_D;
			ReadData2_D_reg <= ReadData2_D;
			ImmOut_D_reg <= ImmOut_D; 	
			func7D_reg <= InstrD[31:25];
			func3D_reg <= InstrD[14:12];
			Rs1D_reg <= InstrD[19:15];
			Rs2D_reg <= InstrD[24:20];	
			RdD_reg <= InstrD[11:7];
			BNED_reg <= BNED;
			JMPD_reg <= JMPD;
		end
	end
	assign ALUSrcE = ALUSrcD_reg;
	assign ALUOpE = ALUOpD_reg;
	assign BranchE = BranchD_reg; 
	assign RegWriteE = RegWriteD_reg;
	assign MemReadE = MemReadD_reg;
	assign MemWriteE = MemWriteD_reg; 
	assign MemToRegE = MemToRegD_reg;
	assign PCE = PCD_reg;
	assign WriteAddrE = WriteAddrD_reg;
	assign ReadData1_E = ReadData1_D_reg;
	assign ReadData2_E = ReadData2_D_reg;
	assign ImmOut_E = ImmOut_D_reg; 	
	assign func7E = func7D_reg;
	assign func3E = func3D_reg;
	assign  Rs1E = Rs1D_reg;
	assign  Rs2E = Rs2D_reg;
	assign  RdE = RdD_reg;
	assign  BNEE = BNED_reg;
	assign  JMPE = JMPD_reg;
	endmodule
	module Control(InstrD, func3, RegWrite, ALUOp, ALUSrc, MemRead, MemToReg, MemWrite, Branch, BNE, JMP);
	input [6:0] InstrD;
	input [2:0] func3;
	output RegWrite, ALUSrc, MemRead, MemToReg, MemWrite, Branch, BNE, JMP;
	output [1:0] ALUOp;
	assign ALUSrc = (InstrD == 7'b0000011 | InstrD == 7'b0010011) ? 1'b1 : 1'b0;
	assign MemToReg = (InstrD == 7'b0000011) ? 1'b1 : 1'b0;
	assign RegWrite = (InstrD == 7'b0110011 | InstrD == 7'b0010011 | InstrD == 7'b0000011) ? 1'b1 : 1'b0; 
	assign MemRead = (InstrD == 7'b0000011) ? 1'b1 : 1'b0;
	assign MemWrite = (InstrD == 7'b0100011) ? 1'b1 : 1'b0;
	assign Branch = (InstrD == 7'b1100011 & func3 == 3'b000) ? 1'b1 : 1'b0;
	assign BNE = (InstrD == 7'b1100011 & func3 == 3'b001) ? 1'b1 : 1'b0;
	assign JMP = (InstrD == 7'b1101111) ? 1'b1 : 1'b0;
	assign ALUOp[1] = (InstrD == 7'b0110011) ? 1'b1 : 1'b0;
	assign ALUOp[0] = (InstrD == 7'b1100011) ? 1'b1 : 1'b0;
	endmodule
	module RegFile(clk, rst, RA1, RA2, RD1, RD2, WA, WD, RegWrite);
		input clk, rst, RegWrite;
		input [4:0] RA1, RA2, WA; 
		input [31:0] WD;
		output [31:0] RD1, RD2;
		reg [31:0] Registers [31:0];
		integer i;
		initial begin
			for (i = 0; i < 32; i = i + 1) begin
				Registers[i] = 32'd0;
			end
		end
		always@(negedge clk)begin
		if (RegWrite==1 && WA != 5'd0)
			Registers[WA] <= WD;
		else 
			Registers[WA] <= Registers[WA];
		end
		assign RD1 = (!rst) ? 32'd0 : Registers[RA1];
		assign RD2 = (!rst) ? 32'd0 : Registers[RA2];
	endmodule
	module ImmGen(instruction, immediate);
		input [31:0] instruction;
		output reg [31:0] immediate;
		always @ (instruction)
		begin
			if (instruction [6:0] == 7'b0000011 || instruction [6:0] == 7'b0010011)
			begin
				immediate [11:0] = instruction[31:20];
				immediate [31:12] = {20{instruction[31]}};
			end
			else 	if (instruction [6:0] == 7'b0100011)
			begin
				immediate [4:0] = instruction[11:7];
				immediate [11:5] = instruction[31:25];
				immediate [31:12] = {20{instruction[31]}};
			end
			else 	if (instruction [6:0] == 7'b1100011)
			begin
				immediate [0] = 1'b0;
				immediate [11] = instruction[7];
				immediate [4:1] = instruction[11:8];
				immediate [10:5] = instruction[30:25];
				immediate [31:12] = {20{instruction[31]}};
			end
			else 	if (instruction [6:0] == 7'b1101111)
			begin
				immediate [0] = 1'b0;
				immediate [19:12] = instruction[19:12];
				immediate [11] = instruction[20];
				immediate [10:1] = instruction[30:21];
				immediate [31:20] = {12{instruction[31]}};
			end
			else
			begin
				immediate [31:12] = instruction[31:12];
				immediate [11:0] = 0;
			end
		end
endmodule 
==> flow/run.sh <==
#!/bin/bash
# OpenROAD 26Q1-2900-gdf79404cd8, Yosys 0.63+post, stock flow scripts
make -C /OpenROAD-flow-scripts/flow DESIGN_CONFIG=/design/flow/config.mk WORK_HOME=/design/flow/orfs finish
==> flow/config.mk <==
export PLATFORM = sky130hd
export DESIGN_NAME = decode_stage
export DESIGN_NICKNAME = decode_stage
export VERILOG_FILES = /design/flow/design.v
export SDC_FILE = /design/flow/constraint.sdc
export NUM_CORES = 4
export LEC_CHECK = 1
export CORE_UTILIZATION = 30
==> flow/constraint.sdc <==
current_design decode_stage

set clk_period 3.4
set clk_io_pct 0.2

create_clock -name clk0 -period $clk_period [get_ports {clk}]

set non_clock_inputs [all_inputs -no_clocks]
set_input_delay [expr $clk_period * $clk_io_pct] -clock clk0 $non_clock_inputs
set_output_delay [expr $clk_period * $clk_io_pct] -clock clk0 [all_outputs]
==> notes.md <==
Results of an implementation run.

The warning tally printed by Yosys for this design is 3. The starting DRC count in detailed routing is 1819. The placement row count is 152. The combinational gate area is 17790 um^2. Once detail routing completed, the nets flagged for antenna violations numbered 0. In the power breakdown, the internal column shows 28.24 mW. The master of the slowest instance on the critical path is sky130_fd_sc_hd__mux4_2. Checking max transition, the worst relative margin is 42.31%.

Setup repair after global routing could not meet its margin everywhere. Summed over all failing endpoints, the final setup total negative slack is -2444 ps. Walking the worst path, the cells encountered are mux4_2 > mux2_2 > o221ai_2 > a31oi_1. Ranked by total cell area, the synthesized netlist is headed by sky130_fd_sc_hd__edfxtp_1 59%, sky130_fd_sc_hd__mux4_2 19%, sky130_fd_sc_hd__dfrtp_1 7.8%. Counting both buffers and inverters, the worst setup path holds a total of 0. The global placement routability congestion is 0.8936. The cell at the root of the clock tree is sky130_fd_sc_hd__clkbuf_16. The count of final hold-check violations is 0. TritonCTS built the clock tree. The source-to-sink clock delay at the later pin of the worst-skew pair is 770 ps.

For the worst setup path, the data required time is 3940 ps. The stage-log warning count is 1062. The chip area estimate from yosys synthesis is 51960 um^2. The pin count of the biggest net entering global routing is 51. According to the floorplan report, the die width is 418.2 um.

Of the synthesized area, sequential elements account for 67.22%. Per the Yosys statistics, synthesis produced 2570 cells. After detailed routing, the total wire length is 159.6 mm. Net switching is 27.64% of the power. The number of cells in the finished layout apart from fillers is 6562. The final reports fail on negative setup slack. The number of antenna violations at the first check in global routing is 3. The via count of the first global-routing pass was 36536. Ranked by flip-flop count, first place goes to RegisterFile.Registers. The total I/O pin count is 305.

The storage element area is 34930 um^2. The HPWL after detailed placement is 106.3 mm. The kind of cell with the highest combined delay along the critical path is multiplexers.

The post-layout total power is 39.02 mW. The number of slew-limit violations in the final report is 0. The average instance in the mapped netlist occupies 20.22 um^2. Per the synthesis report, the dominant area consumer among library cells is sky130_fd_sc_hd__edfxtp_1. The category of the worst setup path launch point is a flop. The wire length of the first global-routing pass is 231.8 mm. For this run, the final setup violation count is recorded as 46. The proportion of power drawn by combinational gates is 8.9%. Counting flops with a built-in enable in the synthesized netlist gives 1029. The H-tree was split into 4 levels. STA classifies the critical path endpoint as a flop. The worst clock skew is 43.32 ps.

The number of placed instances, taps included, is 5294. The portion of total power attributed to the clock network is 49.0%. The quantity of I/O buffers inserted on ports is 272. The transition time at the pin with the least slew margin is 865.3 ps. Ranked by instance count, the synthesized netlist is headed by 1029 x sky130_fd_sc_hd__edfxtp_1, 448 x sky130_fd_sc_hd__mux4_2, 161 x sky130_fd_sc_hd__dfrtp_1, 129 x sky130_fd_sc_hd__mux2_2, 128 x sky130_fd_sc_hd__mux2i_1. The maximum fanout along the worst path is 2. Per the detail_route report, routed wire per instance is 24.32 um. The DRC violations left is 0.

Per the synthesis report, the single largest cell type by area occupies 59.47% of cell area. The most frequently used cell type in the post-synthesis netlist is sky130_fd_sc_hd__edfxtp_1. The clock-pin slew on the worst setup and hold paths is 60 ps. The fraction of synthesis flops using an asynchronous set or reset pin is 13.53%. Buffers inserted during clock tree synthesis total 134.

Looking at the power breakdown, sequential logic takes 42.1% of the total. The total congestion overflow is 0. The placeable core region is 171700 um^2. Per the OpenROAD power report, leakage power amounts to 27.58 nW. The filler cell count in the final layout is 14910. Data arrives at the worst endpoint at 4070 ps. In the synthesized netlist, the number of instances is 2570. Before any placement, the netlist area is recorded as 51960 um^2. The critical path in the final layout is reported with a setup slack of -127.4 ps. The number of iterations in the first detailed-routing pass is 5. The share of post-route cells with drive strength above 1 is 29.91%. The die outline area is 174900 um^2. The flip-flop count of the largest register, all copies and words added is 1024. The count of state elements after synthesis is 1190. The flow reported a cell area power density of 552.3 nW/um^2. The via density per instance is 4.935. The run finished, with violations left. The number of maximum-capacitance constraint violations is 0. The worst hold-check path type is in -> reg. The analysis attributes to net switching a power of 10.78 mW. The distinct cell type count after synthesis is 44. Per the detail_route report, the via count comes to 32386. Measured along the y axis, the die boundary spans 418.2 um.

The initial cell density of the core is 30.26%. The largest voltage drop on the vdd net is 0.4556 mV. The post-synthesis to final-layout area growth is 35.97%. Global routing used 19.70% of the available tracks. The number of buffers on the longest clock path is 3. The largest incremental delay on the critical path is 500 ps. The total clock sinks is 1190. Per the synth stats, the flop cell with the highest instance count is sky130_fd_sc_hd__edfxtp_1. For reference, the most critical setup path is categorized as reg -> reg.
[kinds of logic (layout without fill, tap and decap cells)]
| group | after synthesis | in the layout | synth area share, % |
|---|---|---|---|
| compound gates | 339 | 339 | 4.754 |
| other cells | 1 | 34 | 0.007217 |
| buf+inv | 209 | 1858 | 2.191 |
| simple gates | 126 | 126 | 1.144 |
| flops | 1190 | 1190 | 67.22 |
| mux | 705 | 705 | 24.68 |
[routing by layer]
layer	track usage [%]	share of wire (%)
met5	0.2779	0.11
met1	21.59	33
met3	12.92	13
met2	30.01	50
met4	8.729	3.7
[power groups by stage]
stage | combinational (mW) | sequential (mW) | clock, mW
after CTS | 3.40 | 16.4 | 19.7
after global routing | 3.67 | 16.4 | 21.1
final | 3.47 | 16.4 | 19.1
[final timing paths]
path                                                start                   to  slack (ps)  cells past startpoint
min                                            InstrD[15]          Rs1D_reg[0]         140                      1
max                         RegisterFile.Registers[11][2]   ReadData1_D_reg[2]        -130                      4
max reg2reg                 RegisterFile.Registers[11][2]   ReadData1_D_reg[2]        -130                      4
min in group asynchronous                             rst  ReadData1_D_reg[10]         250                      2
min reg2reg                RegisterFile.Registers[26][28]  ReadData1_D_reg[28]        2480                      4
max in group asynchronous                             rst  ReadData2_D_reg[29]        1850                      4
[cell usage in the layout (no fill, tap or decap), types with 5 or more instances in the layout]
master | synthesis | final
sky130_fd_sc_hd__dfrtp_1 | 161 | 161
sky130_fd_sc_hd__o21ai_0 | 33 | 33
sky130_fd_sc_hd__clkinv_1 | 1 | 5
sky130_fd_sc_hd__bufinv_16 | 0 | 10
sky130_fd_sc_hd__conb_1 | 1 | 32
sky130_fd_sc_hd__nor2_1 | 46 | 12
sky130_fd_sc_hd__edfxtp_1 | 1029 | 1029
sky130_fd_sc_hd__a21o_1 | 12 | 12
sky130_fd_sc_hd__mux4_2 | 448 | 448
sky130_fd_sc_hd__clkinv_8 | 0 | 5
sky130_fd_sc_hd__buf_8 | 4 | 5
sky130_fd_sc_hd__clkinvlp_2 | 0 | 26
sky130_fd_sc_hd__o221ai_1 | 64 | 5
sky130_fd_sc_hd__clkbuf_1 | 103 | 5
sky130_fd_sc_hd__clkbuf_8 | 0 | 12
sky130_fd_sc_hd__nand2_1 | 38 | 37
sky130_fd_sc_hd__inv_6 | 0 | 7
sky130_fd_sc_hd__a22oi_1 | 64 | 64
sky130_fd_sc_hd__o221ai_4 | 0 | 25
sky130_fd_sc_hd__o221ai_2 | 0 | 34
sky130_fd_sc_hd__and2_1 | 8 | 6
sky130_fd_sc_hd__nor2_4 | 0 | 34
sky130_fd_sc_hd__clkbuf_16 | 0 | 144
sky130_fd_sc_hd__nand3b_1 | 5 | 5
sky130_fd_sc_hd__o21ai_1 | 28 | 28
sky130_fd_sc_hd__a31oi_4 | 0 | 28
sky130_fd_sc_hd__mux2_4 | 0 | 76
sky130_fd_sc_hd__mux2i_1 | 128 | 128
sky130_fd_sc_hd__o2111ai_1 | 12 | 12
sky130_fd_sc_hd__a31oi_2 | 0 | 15
sky130_fd_sc_hd__clkdlybuf4s50_1 | 0 | 258
sky130_fd_sc_hd__a221oi_1 | 52 | 52
sky130_fd_sc_hd__inv_1 | 4 | 1044
sky130_fd_sc_hd__buf_4 | 11 | 173
sky130_fd_sc_hd__buf_12 | 2 | 117
sky130_fd_sc_hd__mux2_2 | 129 | 53
sky130_fd_sc_hd__a31oi_1 | 64 | 21
sky130_fd_sc_hd__buf_6 | 25 | 23
[stage by stage]
step / area [um^2] / hold WS, ps / setup slack [ps] / util, %
2_1_floorplan: 52370 / 384.4 / -663.8 / -
3_3_place_gp: 60710 / 660.8 / -880.8 / 35.35
5_1_grt: 70650 / 118.1 / -176.4 / 41.14
4_1_cts: 70010 / 98.85 / -147.2 / 40.76
6_report: 70650 / 143.3 / -127.4 / 41.14
3_5_place_dp: 60710 / 671.2 / -904.2 / 35.35
[timing repair]
action / 4_1_cts / 5_1_grt
cloned: 0 / 1
endpoints found under the setup margin: 688 / 95
hold buffers: 1 / 0
gates resized: 170 / 89
pin swaps: 17 / 26
buffers inserted: 0 / 3
endpoints found under the hold margin: 12 / 0
[final cells by class]
| type | instances | area share, % |
|---|---|---|
| antenna | 2 | 0.007084 |
| clock buffer | 160 | 5.325 |
| clock inverter | 1107 | 6.508 |
| inverter | 5 | 0.03365 |
| multi-input combinational | 1202 | 25.18 |
| sequential | 1190 | 49.44 |
| tap | 2310 | 4.091 |
| timing repair buffer | 586 | 9.418 |
Power and IR drop assume default switching activity.
