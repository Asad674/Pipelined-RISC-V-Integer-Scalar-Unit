[/design/flow/run.sh]
#!/bin/bash
# OpenROAD 26Q1-2900-gdf79404cd8, Yosys 0.63+post, stock flow scripts
make -C /OpenROAD-flow-scripts/flow DESIGN_CONFIG=/design/flow/config.mk WORK_HOME=/design/flow/orfs finish
[/design/flow/config.mk]
export PLATFORM = sky130hd
export DESIGN_NAME = execute_stage
export DESIGN_NICKNAME = execute_stage
export VERILOG_FILES = /design/flow/design.v
export SDC_FILE = /design/flow/constraint.sdc
export NUM_CORES = 4
export LEC_CHECK = 1
export CORE_UTILIZATION = 50
[/design/flow/constraint.sdc]
current_design execute_stage

set clk_period 10.4
set clk_io_pct 0.2

create_clock -name clk0 -period $clk_period [get_ports {clk}]

set non_clock_inputs [all_inputs -no_clocks]
set_input_delay [expr $clk_period * $clk_io_pct] -clock clk0 $non_clock_inputs
set_output_delay [expr $clk_period * $clk_io_pct] -clock clk0 [all_outputs]
[/design/flow/design.v]
module execute_stage(clk, rst, stall, PCE, ALUSrcE, ALUOpE, RegWriteE, MemReadE, MemWriteE, MemtoRegE, BranchE, BNEE, JMPE, ReadData1_E, ReadData2_E, WriteAddr_E, ImmOut_E, 
							func7E, func3E, PCTargetM, RegWriteM, MemReadM, MemWriteM, MemtoRegM, BranchM, BNEM, JMPM, ZeroM, ReadData2_M, ALUResultM, WriteAddr_M, 
							ResultW, ForwardA, ForwardB);
	input clk, rst, stall;
	input ALUSrcE, RegWriteE, MemReadE, MemWriteE, MemtoRegE, BranchE, BNEE, JMPE;
	input [31:0] ReadData1_E, ReadData2_E, ImmOut_E, ResultW, PCE;
	input [6:0] func7E; 
	input [2:0] func3E;
	input [4:0] WriteAddr_E;
	input [1:0] ForwardA, ForwardB, ALUOpE;
	wire ZeroE;
	wire [3:0] ALU_opsel;
	wire [31:0] ALUSrc1, ALUSrc2, ALUSrc2_Imm, ALUResultE, PCTargetE;
	reg [4:0] WriteAddr_E_reg;
	reg RegWriteE_reg, MemReadE_reg, MemWriteE_reg, MemtoRegE_reg, BranchE_reg, BNEE_reg, JMPE_reg, ZeroE_reg;
	reg [31:0] ReadData2_E_reg, ALUResultE_reg, PCTargetE_reg;
	output [4:0] WriteAddr_M;
	output RegWriteM, MemReadM, MemWriteM, MemtoRegM, BranchM, BNEM, JMPM, ZeroM;
	output [31:0] ReadData2_M, ALUResultM, PCTargetM;
	assign PCTargetE = PCE + ImmOut_E;
	Imm_ALUSrcMux Imm_ALUSrcMux(.in1 (ALUSrc2), 
										 .in2 (ImmOut_E), 
										 .sel (ALUSrcE),
										 .out (ALUSrc2_Imm)
										); 
	Fwd_ALUSrcMux Fwd_ALUMuxSrc1(.in1 (ReadData1_E), 
								.in2 (ResultW),
								.in3 (ALUResultM),
								.sel (ForwardA),
								.out (ALUSrc1)
								);
	Fwd_ALUSrcMux Fwd_ALUMuxSrc2(.in1 (ReadData2_E), 
								.in2 (ResultW),
								.in3 (ALUResultM),
								.sel (ForwardB),
								.out (ALUSrc2)
								); 
   ALU_Control ALUControl(.func7 (func7E),
								  .func3 (func3E),
								  .ALUOp (ALUOpE),
								  .cont_out (ALU_opsel)
								  );
	ALU ALU (
		.in1(ALUSrc1),
		.in2(ALUSrc2_Imm),
		.zero(ZeroE),
		.out(ALUResultE),
		.ALUControl(ALU_opsel)
		);
	always @(posedge clk or negedge rst)begin
		if (!rst)begin
			RegWriteE_reg <= 0;
			MemReadE_reg <= 0;
			MemWriteE_reg <=0; 
			MemtoRegE_reg <=0; 
			BranchE_reg <=0; 
			BNEE_reg <= 0;
			JMPE_reg <= 0;
			ZeroE_reg <=0;
			WriteAddr_E_reg <= 5'd0;
			ALUResultE_reg <= 32'd0;
			ReadData2_E_reg <= 32'd0;
			PCTargetE_reg <= 32'd0;
		end
		else if (stall)begin
			RegWriteE_reg <= 0;
			MemReadE_reg <= 0;
			MemWriteE_reg <=0; 
			MemtoRegE_reg <=0; 
			BranchE_reg <=0; 
			BNEE_reg <= 0;
			JMPE_reg <= 0;
			ZeroE_reg <= ZeroE;
			WriteAddr_E_reg <= WriteAddr_E;
			ALUResultE_reg <= ALUResultE;
			ReadData2_E_reg <= ReadData2_E;
			PCTargetE_reg <= PCTargetE;
		end
		else begin
			RegWriteE_reg <= RegWriteE;
			MemReadE_reg <= MemReadE;
			MemWriteE_reg <= MemWriteE; 
			MemtoRegE_reg <= MemtoRegE; 
			BranchE_reg <= BranchE; 
			BNEE_reg <= BNEE;
			JMPE_reg <= JMPE;
			ZeroE_reg <= ZeroE;
			WriteAddr_E_reg <= WriteAddr_E;
			ALUResultE_reg <= ALUResultE;
			ReadData2_E_reg <= ReadData2_E;
			PCTargetE_reg <= PCTargetE;
		end
	end
	assign RegWriteM = RegWriteE_reg;
	assign MemReadM = MemReadE_reg;
	assign MemWriteM = MemWriteE_reg;
	assign MemtoRegM = MemtoRegE_reg;
	assign BranchM = BranchE_reg;
	assign BNEM = BNEE_reg;
	assign JMPM = JMPE_reg;
	assign ZeroM = ZeroE_reg;
	assign WriteAddr_M = WriteAddr_E_reg;
	assign ALUResultM = ALUResultE_reg;
	assign ReadData2_M = ReadData2_E_reg;
	assign PCTargetM = PCTargetE_reg;
endmodule
module ALU(in1, in2, zero, out, ALUControl);
	input [31:0] in1, in2;
	input [3:0] ALUControl;
	output zero;
	output reg [31:0] out;
	assign zero = ~(|(out));
	always @(*) begin
    case(ALUControl)
        4'b0000: out = in1 & in2;
        4'b0001: out = in1 | in2;
        4'b0010: out = in1 + in2;
        4'b0110: out = in1 - in2;
        4'b0111: out = ($signed(in1) < $signed(in2)) ? 32'd1 : 32'd0;
        4'b1100: out = ~(in1 | in2);
        default: out = 32'd0;
    endcase
	end
endmodule
module Imm_ALUSrcMux (in1, in2, sel, out);
	input [31:0] in1, in2;
	input sel;
	output [31:0] out;
	assign out = (!sel) ? in1 : in2;
endmodule
module Fwd_ALUSrcMux (in1, in2, in3, sel, out);
	input [31:0] in1, in2, in3;
	input [1:0] sel;
	output reg [31:0] out;
	always @(*)begin
		case(sel)
			2'b00: out = in1;
			2'b01: out = in2;
			2'b10: out = in3;
		default: out = 32'd0;
	endcase
	end
endmodule
module ALU_Control(func7, func3, ALUOp, cont_out); 
	input [6:0] func7;
	input [2:0] func3;
	input [1:0] ALUOp;
	output reg [3:0] cont_out;
	wire [11:0] instr_comb;
	assign instr_comb = {ALUOp, func7, func3};
	always @(*) begin
		case (instr_comb)
        12'b000000000000, 12'b001111111111 : cont_out = 4'b0010;
        12'b010000000000, 12'b011111111111 : cont_out = 4'b0110;
        12'b100000000000, 12'b110000000000 : cont_out = 4'b0010;
        12'b100100000000, 12'b110100000000 : cont_out = 4'b0110;
        12'b100000000111, 12'b110000000111 : cont_out = 4'b0000;
        12'b000000000110, 12'b100000000110 : cont_out = 4'b0001;
        default : cont_out = 4'b0000;
    endcase
	end
endmodule
==> writeup.txt <==
The flow ran to the end, and the final reports show no timing, DRC or antenna violations. Before placement the cells fill 51.07% of the core. For the final database, setup skew stands at 0.007463 ns.

The cell area that synthesis handed to floorplanning was 11180 µm². The simple-gate portion of the synthesized area is 16.49%, and the number of vias per cell after detailed routing is 6.033. The run gives 151.5 µm for the x dimension of the die.

In this run switching power makes up 38.80% of total power. As logged by OpenROAD, the buffers inserted on ports number 300. On the critical path the data arrives at 7.64 ns.

The register share of total power came out at 29.7%. For reference, the top logic cell family by area is AND-OR/OR-AND gates. Yosys reports that the leading cell type by area covers 24.40% of the netlist area. Per the OpenROAD power report, leakage power amounts to 6.764 nW. The completed layout was analyzed and its total power is 1.769 mW. The run gives 0 for the final number of max-transition violations. Counting endpoints that fail hold in the final report gives 0. The total number of vias was 11470.

nor2_1 is the most common cell in the netlist. The via count of the first global-routing pass was 10630. Setup slack on the worst reg-to-reg path comes out at 5.77 ns. In the synthesized netlist the async set-or-reset flop fraction comes to 100.0%.

The share of the cycle needed by the critical path after routing is 70.56%. The floorplan has 54 rows. By area the synthesized netlist is led by dfrtp_1 24%, ha_1 14%, mux2i_1 5.9%.

Most used flip-flop cell after synthesis: dfrtp_1. The detailed-router iteration count before antenna repair came out at 5. STA classifies the critical path startpoint as a primary input. The tools report the total global-route track usage as 37.05%.

The routed design uses 17310 µm of met2 wire. The first global-routing pass estimated 62530 µm of wire. For this design the ratio of total power to cell area is 120.6 nW/µm². OpenROAD warning count: 90. With the source-to-sink clock delay at the later pin of the worst-skew pair at 0.36 ns, the count of nets left with antenna violations after detail routing is 0.

According to the timing report, the data required time at the worst endpoint equals 10.70 ns. The number of cells reported by Yosys stat comes to 1355. The power report lists cell-internal power as 1.083 mW.

The number of hold buffers added after CTS was 0. The remaining max-slew budget at the tightest pin was 46.50%. For reference, compound AND-OR and OR-AND cells occupy 26.69% of the area reported after synthesis. TritonCTS built the clock tree. Once synthesis finished, the tally of register bits stood at 109. Sorting the synthesized cells by how often they occur yields 132 x nor2_1, 127 x ha_1, 109 x dfrtp_1, 108 x inv_1, 92 x nand2_1.

In this run, the combinational gates consume 50.4% of the power. The topmost layer with routed signal wires is met5. The logs give 4 for the number of warnings printed during yosys synthesis and 11180 µm² for the area figure in the yosys stat output. The run gives 21.91 µm for the average wire length per cell after detail routing. Number of antenna violations at the first check in global routing: 4.

The layout-stage area growth over the synthesis result came out at 31.23%. In this run the worst path has a maximum fanout of 33. The pin slew with the least headroom to its limit is 0.7951 ns. The report lists the number of cells resized after CTS as 0.

In this run the worst hold path is classified as reg -> reg. The y dimension of the die is 151.5 µm, and the number of placed instances, taps included is 1882. Subtracting the final worst setup slack from the clock period gives 7.338 ns.

Summing the sequential cell areas from Yosys gives 24.40% of the chip area. The tally of filler cells in the layout was 1736; the total die area was 22960 µm². The analysis reports a worst IR drop on VDD of 0.07762 mV. The layout cell share with drive strength beyond 1 works out to 6.242%.

The start-to-end type of the worst setup path is in -> reg. After routing, the total negative slack on setup checks comes to 0 ns. Average footprint of a synthesized cell: 8.251 µm². After global routing the overflow that remains totals 0. The run gives 0 as the final setup violation count. The distinct cell type count of the synthesized netlist is 91.

Counting every instance in the synthesized netlist gives 1355. The number of design rule violations left after detail routing came out at 0. In the detailed route, the total length drawn on met3 is 4810 µm. Detailed placement finished with a half-perimeter wire length of 33540 µm.

Multiplexer area fraction after synthesis: 9.133%. Per the run summary, max-cap violations total 0. The largest area contributor in the synthesized netlist was dfrtp_1.

For the pin count of the biggest net entering global routing, the log shows 43. The number of top-level pins is 301. The script extracted a net switching power of 686.3 µW.

The first routing iteration left 905 violations. The tools report the cell at the root of the clock tree as clkbuf_16. Summed over all layers, the routed wires come to 41660 µm.

CTS saw 109 sinks. Looking at the power breakdown, the clock network takes 19.9% of the total. CTS reports a maximum clock tree buffer depth of 2.

The xor/xnor share of the synthesized area was 2.272%; the achievable frequency was 136.3 MHz. For the detailed-route wire length on metal 1, the log shows 18340 µm. Cells fill 67.02% of the core in the end.

Setup repair after global routing left no endpoint under its margin. On the final layout, the worst hold slack is 0.8412 ns. After Yosys synthesis, full adders, half adders and majority gates account for 14.75% of the synthesized area.

The setup fix buffers added after clock tree synthesis is 0. The finished layout holds 1901 standard cells, fillers aside. The number of enable flip-flop cells is 0, and the number of H-tree levels is 3. For reference, the clock transition at the flip-flops on the worst setup and hold paths is 0.08 ns.

The core region is 21890 µm². The congestion estimate from routability-driven global placement came to 1.022. The worst setup path is captured at a flip-flop.

In this run, CTS created clock tree buffers numbering 9.
==> cell type report <==
class / count / area, µm² / share of cell area (%)
clock inverters: 6 / 62.56 / 0.4264
inverters: 110 / 412.9 / 2.815
diodes: 3 / 7.507 / 0.05117
flip-flops and latches: 109 / 2728 / 18.59
clock buffers: 10 / 239.0 / 1.629
well taps: 280 / 350.3 / 2.388
multi-input cells: 1067 / 7760 / 52.90
repair buffers: 316 / 3110 / 21.20
==> cell families after synthesis <==
kind of cell	count (synthesis)
adders and majority gates	130
buffers and inverters	179
muxes	98
and+or+nand+nor	382
xor gates and xnor gates	29
DFF	109
AOI/OAI and AO/OA	428
==> per-stage QoR <==
step / cell area (µm²) / setup slack [ns]
2_1_floorplan: 11180 / 4.013
3_3_place_gp: 14360 / 2.915
3_5_place_dp: 14360 / 2.776
4_1_cts: 14660 / 3.123
5_1_grt: 14670 / 2.557
6_report: 14670 / 3.062
==> path summary, 6_finish.rpt <==
path                                         start  depth (start not counted)            endpoint
worst max register to register   ALUResultE_reg[0]                         17           ZeroE_reg
worst min register to register  ALUResultE_reg[31]                          4  ALUResultE_reg[31]
worst min-delay path            ALUResultE_reg[31]                          4  ALUResultE_reg[31]
worst max-delay path                   ForwardB[0]                         18           ZeroE_reg
min in group asynchronous                      rst                          1  WriteAddr_E_reg[4]
max in group asynchronous                      rst                          2   ALUResultE_reg[8]
==> metal layers <==
layer  GRT usage (%)  up-vias
met2           52.60      571
met3           10.69       78
li1                -     5445
met5               0        -
met1           56.16     5370
met4           8.713        4
==> placed cells by master (no fill, tap or decap), types with 10 or more instances in the layout <==
cell type | Yosys | final
a211o_1 | 10 | 10
a211oi_1 | 20 | 20
a21o_1 | 60 | 60
a21oi_1 | 88 | 87
a221oi_1 | 16 | 16
a31oi_1 | 16 | 16
buf_4 | 1 | 17
clkdlybuf4s50_1 | 0 | 297
dfrtp_1 | 109 | 109
ha_1 | 127 | 127
inv_1 | 108 | 108
mux2_2 | 32 | 32
mux2i_1 | 66 | 66
nand2_1 | 92 | 92
nand2b_1 | 15 | 15
nand3_1 | 22 | 22
nand4_1 | 11 | 11
nor2_1 | 132 | 132
nor2b_1 | 23 | 21
nor3_1 | 24 | 24
nor4_1 | 15 | 15
o21a_1 | 14 | 14
o21ai_0 | 83 | 82
xnor2_1 | 22 | 22
==> critical path, cell delays in order <==
cell and delay (ns):
clkdlybuf4s50_1 0.47, buf_4 0.31, nor2b_2 0.54, buf_4 0.35, a211oi_1 0.11, a21oi_1 0.34, inv_1 0.17, fa_1 0.46
nor2b_1 0.17, o211ai_1 0.32, a21boi_1 0.27, a211oi_1 0.50, o221ai_1 0.23, a221oi_1 0.31, o221ai_1 0.18, nand4bb_1 0.23
nor4_1 0.33, and4b_1 0.24
==> power groups by stage <==
stage	registers [mW]	clock network, mW	logic (mW)
finish	0.525	0.352	0.892
global route	0.530	0.375	0.973
CTS	0.524	0.357	0.876
Power is estimated from default activity; no workload was simulated.
