[flow/design.v]
module fetch_stage(stall, clk, rst, PCSrcM, PCTargetM, InstrD, PCD, PCPlus4D, IF_flush);
	input clk, rst, PCSrcM, stall, IF_flush;
	input [31:0] PCTargetM;
	output [31:0] InstrD, PCD, PCPlus4D;
	wire [31:0] PC_F, PCF, PCPlus4F, InstrF;
	reg [31:0] InstrF_reg;
	reg [31:0] PCF_reg, PCPlus4F_reg;
	mux PC_Mux (.a(PCPlus4F), .b(PCTargetM), .c(PC_F), .sel(PCSrcM));
	PC_mod PC( .clk(clk), .rst(rst), .PCWrite(stall), .PC(PCF), .PC_next(PC_F));
	inst_mem InstructionMemory(.rst(rst), .A(PCF), .inst_out(InstrF));
	assign PCPlus4F = PCF + 4;
	always@(posedge clk or negedge rst or posedge IF_flush)begin
		 if(!rst)begin
			InstrF_reg <= 32'd0;
			PCF_reg <= 32'd0;
			PCPlus4F_reg <= 32'd0;
		 end
		 else if(IF_flush)begin
		 	InstrF_reg <= 32'd0;
			PCF_reg <= 32'd0;
			PCPlus4F_reg <= 32'd0;
		 end
		 else if (stall & !PCSrcM)begin
			InstrF_reg <= InstrF_reg;
			PCF_reg <= PCF_reg;
			PCPlus4F_reg <= PCPlus4F_reg;
		 end
		  else begin
			InstrF_reg <= InstrF;
			PCF_reg <= PCF;
			PCPlus4F_reg <= PCPlus4F;
		  end
		end
	assign InstrD = (!rst) ? 32'd0 : InstrF_reg;
	assign PCD = (!rst) ? 32'd0 : PCF_reg;
	assign PCPlus4D = (!rst) ? 32'd0 : PCPlus4F_reg;
endmodule
module mux(a, b, c, sel);
input [31:0] a,b;
input sel;
output [31:0] c;
assign c = (sel) ? b : a;
endmodule
module PC_mod(clk, rst, PCWrite, PC, PC_next);
	input clk, rst, PCWrite;
	input [31:0] PC_next;
	output reg [31:0] PC;
	always @(posedge clk or negedge rst)
	begin
		if(!rst)
			PC <= 32'd0;
		else if (PCWrite)
			PC <= PC;
		else 
			PC <= PC_next;
	end
endmodule
module inst_mem(rst, A, inst_out);
	input rst;
	input [31:0] A;
	output [31:0] inst_out;
	reg [31:0] mem [1023:0];
	initial begin
    mem[0] = 32'b00000000000000000000010010010011;
	 mem[1] = 32'b00000001100000000000100100010011;
	 mem[2] = 32'b00000000001000000000001010010011;
    mem[3] = 32'b00000000010110010010000000100011;
    mem[4] = 32'b00000000000100000000001010010011;
    mem[5] = 32'b00000000010110010010001000100011;
    mem[6] = 32'b00000000000100000000001010010011;
    mem[7] = 32'b00000000010110010010010000100011;
    mem[8] = 32'b00000000010100000000001010010011;
    mem[9] = 32'b00000000010110010010011000100011;
    mem[10] = 32'b00000000000000000000110010010011;
    mem[11] = 32'b00000000000000000000110100010011;
    mem[12] = 32'b00000000101000000000111000010011;
    mem[13] = 32'b00000000011000000000111010010011;
    mem[14] = 32'b00000000001000000000111100010011;
    mem[15] = 32'b00000000010000000000001100010011;
    mem[16] = 32'b00000000000010010010101010000011;
    mem[17] = 32'b00000000010010010010101100000011;
    mem[18] = 32'b00000000100010010010101110000011;
    mem[19] = 32'b00000000110010010010110000000011;
    mem[20] = 32'b00000001010101001010000000100011;
    mem[21] = 32'b00000001011001001010001000100011;
    mem[22] = 32'b00000001011101001010010000100011;
    mem[23] = 32'b00000001100001001010011000100011;
    mem[24] = 32'b00000001100101001010100000100011;
    mem[25] = 32'b00000001101001001010101000100011;
    mem[26] = 32'b00000000000111010000110100010011;
    mem[27] = 32'b00000101110011010001101001100011;
    mem[28] = 32'b00000000000111001000110010010011;
    mem[29] = 32'b00000000000111001000110010010011;
	 mem[30] = 32'b00000101110111001001111101100011;
    mem[31] = 32'b00000000000111000000110000010011;
    mem[32] = 32'b00000000000000000000110010010011;
    mem[33] = 32'b00000111110011000001010001100011;
    mem[34] = 32'b00000000000110111000101110010011;
    mem[35] = 32'b00000000000000000000110000010011;
    mem[36] = 32'b00000111110110111001100101100011;
    mem[37] = 32'b00000000000110110000101100010011;
    mem[38] = 32'b00000000000000000000101110010011;
    mem[39] = 32'b00000111110010110001111001100011;
    mem[40] = 32'b00000000000110101000101010010011;
    mem[41] = 32'b00000000000000000000101100010011;
    mem[42] = 32'b00001001111010101001011001100011;
    mem[43] = 32'b00001000011010110001011001100011;
    mem[44] = 32'b00000000000000000000101010010011;
    mem[45] = 32'b00000000000000000000101100010011;
    mem[46] = 32'b00000010000000000000100001100011;
	end
	assign inst_out = (!rst) ? (32'd0) : mem[A[31:2]];
endmodule
[flow/run.sh]
#!/bin/bash
# OpenROAD 26Q1-2900-gdf79404cd8, Yosys 0.63+post, stock flow scripts
make -C /OpenROAD-flow-scripts/flow DESIGN_CONFIG=/design/flow/config.mk WORK_HOME=/design/flow/orfs finish
[flow/config.mk]
export PLATFORM = sky130hd
export DESIGN_NAME = fetch_stage
export DESIGN_NICKNAME = fetch_stage
export VERILOG_FILES = /design/flow/design.v
export SDC_FILE = /design/flow/constraint.sdc
export NUM_CORES = 4
export LEC_CHECK = 1
export CORE_UTILIZATION = 50
export SYNTH_MEMORY_MAX_BITS = 65536
[flow/constraint.sdc]
current_design fetch_stage

set clk_period 6.1
set clk_io_pct 0.2

create_clock -name clk0 -period $clk_period [get_ports {clk}]

set non_clock_inputs [all_inputs -no_clocks]
set_input_delay [expr $clk_period * $clk_io_pct] -clock clk0 $non_clock_inputs
set_output_delay [expr $clk_period * $clk_io_pct] -clock clk0 [all_outputs]
==> flow_summary.toml <==
# generated from flow reports
[run_status]
status = "finished clean"

[routing]
detail_route.wl_per_cell_um = 18.64
ant_nets = 0
wl_um = 21570
drc_errors = 0
drt-initial-drc-count = 598
antenna-diode-count = 0
num_vias = 7003
first_pass_iters = 5
vias_per_cell = 6.053

[logic_synthesis]
avgSynthCellArea_sq_um = 8.405
netlist_instances = 889
yosys_warnings = 3
synth_area_sq_um = 7472
edf_count = 0
ys_chip_area_sq_um = 7472
ys.flops = 118
yosys-stat-cells = 889
top_area_frac = 0.3952
flop_cell = "dfrtp_1"
ys_seq_frac = 0.3952
yosysTopAreaCell = "dfrtp_1"
yosys.cell_types.count = 79
yosys-top-cells-area = "dfrtp_1, nand2_1, and2_1"
ys_async_sr_fraction = 1.000

[floorplanning]
core_area_sq_um = 14530
fp.dieH_um = 124.2
chip_area_sq_um = 15440
fp_util = 0.5141
rows = 44
pin_count = 133
die_x_um = 124.2

[clocking]
clk_pin_slew_ps = 50
cts_buffers = 17
worstSkewPairLatency_ps = 410
ctsResizeCount = 0
cts.sinks = 118
post_cts_buffers = 0
clk_path_buf_depth = 2
htreeDepth = 4
cts-root-buf = "clkbuf_16"
hold_buffers = 0
cts_tree = "yes"

[power_and_ir_drop]
vdd_drop_max_mv = 0.2410
power.leakage_nw = 3.749
power_density_nw_per_um2 = 305.1

[timing]
fin_worst_skew_ps = 6.490
tns_ps = 0
fin_crit_sh = 0.6478
setup_viol = 0
timing.final.crit_period_ps = 3951
maxSlewHeadroom = 0.4473
slew_viol_final = 0
tightest_slew_ps = 828.1
fin_ws_ps = 2149
fmaxAchievable_ghz = 0.2531
rsz0062_at_grt = "false"
hold_viol_final = 0

[critical_path]
worst-path-buf-inv = 3
end_kind = "output pin"
crit_slowest_cell = "clkdlybuf4s50_1"
r2r-start = "PC.PC[3]$_DFFE_PN0N_"
worstPathCellList = "buf_4 -> buf_4 -> and2_1 -> clkdlybuf4s50_1"
crit_family = "buffers and inverters"
cpMostUsedCell = "buf_4"
worstRegToRegCells = 6
crit_path_start_kind = "input pin"
reg2reg_slack_ps = 3080
crit_path_max_incr_delay_ps = 460
critical_path_class = "input pin to output pin"
cp_data_required_time_ps = 4880
reg2reg_to = "PC.PC[16]$_DFFE_PN0N_"
path_max_fanout = 49
critPathArrivalTime_ps = 2730

[job]
drv_cap = 0
warning_count = 34

[global_routing]
grt_pass1_wl_um = 35420
grt_max_degree = 61
grt_overflow = 0
antenna_found_initial = 0
track_usage = 0.2979
grt_pass1_vias = 6433

[hold_path]
hold_depth = 2
hold-path-endpoint = "PCF_reg[10]$_DFFE_PP0N_"
hold_class = "register to register"
hold_start = "PCF_reg[10]$_DFFE_PP0N_"

[cells_and_area]
drive_above_1_share = 0.07811
area_growth_pct = 23.71
final_cell_mix = "nand2_1, clkdlybuf4s50_1, dfrtp_1, and2_1, o21ai_0"
layout_top_cell = "nand2_1"
postLayoutCoreUtil = 0.6360
nFillCells = 1198

[place]
dp_worst_setup_slack_ps = 2136
detailed_place_hpwl_um = 14380
gp_congestion = 0.9310
port-buffer-count = 125
==> routing by layer <==
layer	part of all wire	vias to the layer above	global-route usage
li1	-	3309	-
met4	0.012	0	0.03473
met2	0.41	321	0.3887
met5	0	-	0
met3	0.095	21	0.09622
met1	0.48	3352	0.5124
==> Yosys cell counts, drive strengths merged (5+ instances only) <==
master  count
o21ai      61
o221ai      7
o31ai      13
and3        5
or3        11
dfrtp     118
a22oi      17
nor4        8
or4        19
nor2       43
mux2i       7
o211ai     17
nand2b      6
buf        35
clkbuf     59
a21oi      22
a31oi      20
xnor2       9
ha         10
o311ai     14
nand2     152
nor2b       9
mux2        5
and2       91
a32o        6
nand3      23
nand4      16
inv        15
==> cell families (layout without fill, tap and decap cells) <==
kind of cell	after synthesis	after routing	synth area share
buffers and inverters	112	190	0.07167
multiplexers	14	14	0.02294
adder cells (fa/ha/maj)	10	10	0.01674
XOR/XNOR	12	12	0.01407
AND/OR/NAND/NOR	403	403	0.2783
other	1	7	0.0005019
flip-flops	118	118	0.3952
AND-OR/OR-AND	219	219	0.2006
==> how the worst max path moves through the flow <==
stage,from,end,cells past startpoint
after CTS,rst,InstrD[1],4
after global routing,rst,InstrD[8],4
final,rst,InstrD[1],4
==> report_power, final <==
part,internal [W],switching [W]
Combinational,0.000352,0.000398
Clock,0.000665,0.000369
Sequential,0.000915,0.000121
Total,0.00193,0.000888
==> stage by stage <==
| step | power (W) | hold slack (ps) | cells | cell area, sq um |
|---|---|---|---|---|
| floorplan | 0.001478 | 431.1 | 895 | 7497 |
| global placement | 0.001778 | 443.0 | 1125 | 8635 |
| detailed placement | 0.001787 | 447.7 | 1125 | 8635 |
| CTS | 0.002823 | 459.9 | 1157 | 9244 |
| global route | 0.002966 | 482.8 | 1157 | 9244 |
| finish | 0.002820 | 455.1 | 1157 | 9244 |
==> layout make-up <==
class	instances	area (sq um)	area share
Timing Repair Buffer	141	1364	0.1475
Sequential cell	118	2953	0.3194
Multi-Input combinational cell	665	4024	0.4353
Tap cell	184	230.2	0.02491
Inverter	17	63.81	0.006903
Clock buffer	21	460.4	0.04981
Clock inverter	11	148.9	0.01611
==> worst register-to-register path: cells and delay by family, from the launching register on <==
kind / cells / cell delay [ps]
and+or+nand+nor: 2 / 850
DFF: 1 / 830
adders and majority gates: 1 / 610
AOI/OAI and AO/OA: 2 / 380
buffers and inverters: 1 / 230
Power figures rest on the tool's default switching activity, not on a simulated workload.
